==> flow/design.v <==
module pwl_exp_lut(
    input  logic [4:0] segment_index,   
    output logic signed [15:0] slope,
    output logic signed [15:0] intercept
);
    logic signed [15:0] slopes [31:0];
    logic signed [15:0] intercepts [31:0];
    initial begin
        slopes[0] = 0;
        intercepts[0] = 3;
        slopes[1] = 0;
        intercepts[1] = 6;
        slopes[2] = 1;
        intercepts[2] = 9;
        slopes[3] = 1;
        intercepts[3] = 14;
        slopes[4] = 3;
        intercepts[4] = 22;
        slopes[5] = 5;
        intercepts[5] = 34;
        slopes[6] = 8;
        intercepts[6] = 51;
        slopes[7] = 14;
        intercepts[7] = 77;
        slopes[8] = 24;
        intercepts[8] = 116;
        slopes[9] = 40;
        intercepts[9] = 171;
        slopes[10] = 66;
        intercepts[10] = 249;
        slopes[11] = 109;
        intercepts[11] = 356;
        slopes[12] = 179;
        intercepts[12] = 498;
        slopes[13] = 296;
        intercepts[13] = 673;
        slopes[14] = 488;
        intercepts[14] = 865;
        slopes[15] = 805;
        intercepts[15] = 1024;
        slopes[16] = 1328;
        intercepts[16] = 1024;
        slopes[17] = 2190;
        intercepts[17] = 593;
        slopes[18] = 3611;
        intercepts[18] = -827;
        slopes[19] = 5954;
        intercepts[19] = -4342;
        slopes[20] = 9816;
        intercepts[20] = -12067;
        slopes[21] = 16185;
        intercepts[21] = -27988;
        slopes[22] = 26685;
        intercepts[22] = -59488;
        slopes[23] = 43996;
        intercepts[23] = -120077;
        slopes[24] = 72538;
        intercepts[24] = -234243;
        slopes[25] = 119595;
        intercepts[25] = -446000;
        slopes[26] = 197178;
        intercepts[26] = -833919;
        slopes[27] = 325093;
        intercepts[27] = -1537447;
        slopes[28] = 535987;
        intercepts[28] = -2802816;
        slopes[29] = 883694;
        intercepts[29] = -5062910;
        slopes[30] = 1456966;
        intercepts[30] = -9075810;
        slopes[31] = 2402131;
        intercepts[31] = -16164547;
    end
    always_comb begin
        slope = slopes[segment_index];
        intercept = intercepts[segment_index];
    end
endmodule
==> flow/run.sh <==
#!/bin/bash
# OpenROAD 26Q1-2900-gdf79404cd8, Yosys 0.63+post, stock flow scripts
make -C /OpenROAD-flow-scripts/flow DESIGN_CONFIG=/design/flow/config.mk WORK_HOME=/design/flow/orfs finish
==> flow/config.mk <==
export PLATFORM = sky130hd
export DESIGN_NAME = pwl_exp_lut
export DESIGN_NICKNAME = pwl_exp_lut
export VERILOG_FILES = /design/flow/design.v
export SDC_FILE = /design/flow/constraint.sdc
export NUM_CORES = 4
export LEC_CHECK = 1
export CORE_AREA = 10 10 80 80
export DIE_AREA = 0 0 90 90
==> flow/constraint.sdc <==
current_design pwl_exp_lut

set clk_period 2.9
set clk_io_pct 0.2

create_clock -name clk0 -period $clk_period

set non_clock_inputs [all_inputs -no_clocks]
set_input_delay [expr $clk_period * $clk_io_pct] -clock clk0 $non_clock_inputs
set_output_delay [expr $clk_period * $clk_io_pct] -clock clk0 [all_outputs]
==> flow.log <==
[report] implementation figures
INFO  metric antenna_found_initial = 0
INFO  metric post-synth-top-area-fraction = 12.8%
INFO  metric die_area = 8100 sq um
INFO  metric synth_cells = around 220
INFO  metric sequential_cell_total = 0
INFO  metric rows = 25
INFO  metric final_design_area_no_fill = 2360 sq um
INFO  metric dpl-instance-area = roughly 2200 sq um
INFO  metric routed-via-count = around 1900
INFO  metric layout_min_cycle_time = 2770 ps
INFO  metric route.detailed.wl_per_inst = around 15 um
INFO  metric critical_path_required = roughly 2300 ps
INFO  metric netlist_area = around 1400 sq um
INFO  metric crit_path_end_kind = primary output
INFO  metric drv_slew = 0
INFO  metric yosys-stat-cells = 222
INFO  metric core-area = 4720 sq um
INFO  metric drtIter0Drc = 174
INFO  metric synth_area_leader_cell = sky130_fd_sc_hd__ha_1
INFO  metric synthTopCellsByArea = sky130_fd_sc_hd__ha_1 13%, sky130_fd_sc_hd__a21oi_1 8.8%, sky130_fd_sc_hd__o21ai_0 7.3%, sky130_fd_sc_hd__nor2_1 7.1%, sky130_fd_sc_hd__buf_2 5.5%
INFO  metric max-slew-margin-rel = 81.0%
INFO  metric hold_class = in2out
INFO  metric first_global_vias = 1890
INFO  metric global_route_overflow = 0
INFO  metric final-hold-violation-count = 0
INFO  metric postRouteWirelength = 5.68 mm
INFO  metric gp_routability_congestion = 0.965
INFO  metric status = completed
INFO  metric distinct_cell_type_count_after_synthesis = 43
INFO  metric synth-area-yosys = 1370 sq um
INFO  metric cp_max_fo = 13
INFO  metric register_area = 0 sq um
INFO  metric static_leakage = 1.04 nW
INFO  metric first_pass_grt_wire_length = between 9 and 10 mm
INFO  metric grt.total_usage = 13.2%
INFO  metric postSynthSeqShare = 0%
INFO  metric port_buffers = 37
INFO  metric drc_errors = 0
INFO  metric floorplan.core_util = about 29%
INFO  metric warning_count = 43
INFO  metric setup_tns = 0 ps
INFO  metric fin_cells = about 370
INFO  metric final_min_period_over_clock_period = 95.7%
INFO  metric final_layout_clock_buffer_total = 0
INFO  metric synth.avg_cell_area = 6.17 sq um
INFO  metric yosys.cell_count.top_type = sky130_fd_sc_hd__nor2_1
INFO  metric place_inst = approximately 360
INFO  metric critical_path_arrival = between 2000 and 2500 ps
INFO  metric synth.yosys.warnings = 1
INFO  metric postLayoutSetupSlackWorst = 126 ps
INFO  metric setup_violation_total_in_the_final_timing_report = 0
INFO  metric layout-area-overhead-vs-synth = 72.2%
INFO  metric tightest_slew = 285 ps
INFO  metric firstDrtPassIters = 4
INFO  metric final_core_util = between 40% and 50%
INFO  metric timing.critical_path.from_type = input pin
INFO  metric power.density = 169 nW/um^2
INFO  metric grt_max_degree = 23
INFO  metric synth.cells.most_frequent = 26 x sky130_fd_sc_hd__nor2_1, 24 x sky130_fd_sc_hd__a21oi_1, 20 x sky130_fd_sc_hd__o21ai_0
INFO  metric drv_cap = 0
INFO  metric grt_use_met2 = between 20 and 25%
INFO  metric diodes = 0
INFO  metric die_w = approximately 90 um
INFO  metric die_h = 90 um
INFO  metric setup_repair_after_global_routing_missed_its_margin = no
INFO  metric worst_hold_slack = 1740 ps
INFO  metric timing_worst_setup_path_type = in2out
INFO  metric maximum_resistive_drop_on_vdd = 0.0975 mV
INFO  metric post_route_cells_drive_above_1_share = a little under a third
INFO  metric post_drt_via_cell_ratio = 5.19
INFO  metric dp_slack = -494 ps
INFO  metric global_route.usage.met1 = 17.9%
INFO  metric grt.busiest_layer = met2
INFO  metric detailedPlacementHpwl = 4.25 mm
INFO  metric groute.layer.met3.usage = 2.18%
INFO  metric route.antenna.remaining_nets = 0
INFO  metric floorplan.io_pins = 37
INFO  metric max_freq = 361 MHz
INFO  metric total_power = between 0.3 and 0.4 mW
final cells by class:
cell class                      instances  area [sq um]
Tap cell                               67          83.8
Fill cell                             442          2360
Multi-Input combinational cell        184          1300
Inverter                               13          53.8
Timing Repair Buffer                  105           922
layout by cell type, fill, tap and decap left out, drive strengths merged, types with 2 or more instances in the layout:
master         netlist  final
o211ai               7      7
a22oi                3      3
mux2i                7      7
o21ai               27     27
inv                 13     13
clkdlybuf4s50        0     24
nor2b                7      7
nand3                4      4
o211a                3      3
a211oi               5      5
nand2b               7      7
mux4                 2      2
ha                  14     14
nor2                26     26
a31oi                6      6
buf                 20     69
a21boi               2      2
nand2               19     19
a21oi               24     24
o22ai                2      2
clkbuf               5      2
and3                 2      2
and2                 2      2
dlygate4sd2          0      9
worst max-delay path: stages:
cell                              delay, ps
sky130_fd_sc_hd__dlygate4sd2_1          280
sky130_fd_sc_hd__buf_4                  180
sky130_fd_sc_hd__buf_4                  180
sky130_fd_sc_hd__mux2i_1                 80
sky130_fd_sc_hd__a311o_1                310
sky130_fd_sc_hd__o21ai_1                100
sky130_fd_sc_hd__clkdlybuf4s50_1        490
kinds of logic (layout without fill, tap and decap cells):
family | Yosys count | in the layout | share of synthesized area [%]
fa+ha+maj | 14 | 14 | 12.8
simple gates | 70 | 70 | 23.7
mux | 10 | 10 | 9.22
compound gates | 90 | 90 | 40.9
buf+inv | 38 | 118 | 13.3
per-layer routing:
layer / vias up / share of wire [%]
met5: - / 0
met1: 885 / 47
met3: 6 / 5.9
li1: 959 / -
met4: 0 / 0.76
met2: 64 / 46
worst paths after layout:
path / from / end / slack [ps] / depth (start not counted)
setup / recovery: segment_index[2] / intercept[5] / 130 / 7
hold / removal: segment_index[3] / slope[6] / 1740 / 3
power breakdown:
group | switching [mW] | internal (mW)
registers | 0 | 0
clock network | 0 | 0
logic | 0.177 | 0.221
total | 0.177 | 0.221
timing repair:
item / 4_1_cts / 5_1_grt
gates cloned: 0 / 1
pin swaps: 4 / 3
resized: 39 / 15
endpoints found under the setup margin: 30 / 20
endpoints found under the hold margin: 0 / 0
hold buffers: 0 / 0
buffers inserted: 3 / 5
No activity file was given, so power comes from the tool's default toggle rates.
