==> design.v <==
`timescale 1ns/1ps
parameter CONTEXT_LENGTH = 16;
parameter ARR_WIDTH = 8;  
parameter FXP_N = 16;  
parameter FXP_R = 6;  
typedef enum {
    TB_POWER_IDLE,
    TB_POWER_PERF,
    TB_CORRECTNESS
} TB_MODES;
parameter TB_MODES TB_MODE = TB_CORRECTNESS;
typedef enum logic [3:0] {
    IDLE             = 4'b0000,
    LOAD_XT          = 4'b0001,
    RMSNORM_XT_1     = 4'b0010,  
    MATMUL_CT        = 4'b0011,
    MATMUL_FT        = 4'b0100,
    VEC_UNIT_1       = 4'b0101,  
    MATMUL_GT        = 4'b0110,
    VEC_UNIT_2       = 4'b0111,  
    RMSNORM_XT_2     = 4'b1000,
    MATMUL_OT        = 4'b1001,
    READ_OUT         = 4'b1010
} top_state_t;
module vec_mult (
    input logic signed [ARR_WIDTH-1:0][FXP_N-1:0] in_1,
    input logic signed [ARR_WIDTH-1:0][FXP_N-1:0] in_2,
    output logic signed [ARR_WIDTH-1:0][FXP_N-1:0] mult_out
);
    logic signed [ARR_WIDTH-1:0][2*FXP_N-1:0] product;  
    always_comb begin
        for (int i = 0; i < ARR_WIDTH; i++) begin
            product[i] = $signed(in_1[i]) * $signed(in_2[i]);  
            mult_out[i] = product[i] >>> FXP_R;
        end
    end
endmodule
==> run.sh <==
#!/bin/bash
# OpenROAD 26Q1-2900-gdf79404cd8, Yosys 0.63+post, stock flow scripts
make -C /OpenROAD-flow-scripts/flow DESIGN_CONFIG=/design/flow/config.mk WORK_HOME=/design/flow/orfs finish
==> config.mk <==
export PLATFORM = sky130hd
export DESIGN_NAME = vec_mult
export DESIGN_NICKNAME = vec_mult
export VERILOG_FILES = /design/flow/design.v
export SDC_FILE = /design/flow/constraint.sdc
export NUM_CORES = 4
export LEC_CHECK = 1
export CORE_UTILIZATION = 30
==> constraint.sdc <==
current_design vec_mult

set clk_period 11.1
set clk_io_pct 0.2

create_clock -name clk0 -period $clk_period

set non_clock_inputs [all_inputs -no_clocks]
set_input_delay [expr $clk_period * $clk_io_pct] -clock clk0 $non_clock_inputs
set_output_delay [expr $clk_period * $clk_io_pct] -clock clk0 [all_outputs]
==> out/summary.txt <==
Core Region - 176000 um2
Routed wire per std cell - 15.1 um
CP arrival - 8.65 ns
GRT overflow - 0
Final cell count without fillers - 8891
IO Count - 384
DIE AREA - 179000 um2
Slowest-stage cell, CP - fa_2
Detailed Route WL - 135 mm
Vias in the first global route - 41700
# fillers - 17800
Fraction of layout cells with a size suffix above 1 - 4.73%
Hpwl dp - 119 mm
Clock buf count - 0
Crit path to - mult_out[127]
Routed met3 length - 8.40 mm
DIE WIDTH - 423 um
Yosys Chip Area - 53100 um2
Final Cell Area - 61600 um2
F_max - 92.0 MHz
Post-route ant nets - 0
Antenna Cells - 0
Critical path endpoint category - output port
Max FO, Critical Path - 8
Syn avg cell area - 8.70 um2
Flop count - 0
Uppermost layer routed - met5
Layout area overhead - 16.1%
Slew margin rel. - 47.4%
CP max stage delay - 0.58 ns
Fin util - 35.0%
Worst-margin pin slew - 0.787 ns
Tool Warnings - 32
Reg area - 0 um2
Setup CP Type - in -> out
Routed metal-1 wire length - 57.3 mm
Final setup fails - 0
Critical path startpoint category - primary input
Synth area leader - fa_1
Final Hold Fails - 0
Gpl congestion - 0.961
Final Cycle Share - 97.9%
IO buf count - 384
Largest net degree at the start of global routing - 18
Synthesized area - 53100 um2
Cell Area, Placed - 61400 um2
Met2 WL - 66.2 mm
Most used cell, CP - fa_1
Status - completed
Row cnt - 154
Worst path cell trace - clkdlybuf4s50_1 > buf_12 > nand2_1 > fa_1 > fa_2 > fa_1 > fa_1 > inv_1 > fa_1 > inv_1 > fa_1 > inv_1 > ha_4 > o21ai_2 > nand2b_1 > a221o_1 > a41o_1 > o31a_1 > a211o_1 > a21oi_2 > xnor2_1 > clkdlybuf4s50_1
Antenna violations before repair - 7
Final min period - 10.87 ns
Sequential area share after synthesis - 0%
Warnings from Yosys - 1
DRT Pass-1 Iters - 5
Max-cap check violation count - 0
First-pass GRT wire length - 223 mm
Synth Instances - 6100
Synth top area cells - fa_1 49%, ha_1 13%, inv_1 12%, and2_1 9.4%, nand2_1 5.9%
Placed cells - 8885
Die H - 423 um
Cell count in the Yosys report - 6100
Fp_density - 30.2%
Drt drc - 0
Cell Type Count - 58
Hold Path Class - in -> out
Pins over their slew limit - 0
Critical Path RT - 8.88 ns
Worst setup path start - in_2[115]
Routed vias/inst - 4.33
Vias post-DR - 38500
Share of the synthesized area in the top cell type - 48.6%
GRT Overall Usage - 16.4%
DRT iter0 DRCs - 1117
==> worst min path at each step <==
stage     startpoint            end  slack, ns  cells after the start
4_1_cts     in_2[49]   mult_out[48]       5.99                      6
5_1_grt    in_2[113]  mult_out[112]       5.88                      7
6_report   in_2[113]  mult_out[112]       5.82                      7
==> synth_stat cells (all sizes together) (2+ instances only) <==
| master | n |
|---|---|
| a211o | 5 |
| a211oi | 4 |
| a21boi | 2 |
| a21o | 20 |
| a21oi | 60 |
| a221o | 2 |
| a221oi | 2 |
| a31o | 2 |
| a31oi | 3 |
| a41o | 7 |
| and2 | 798 |
| and3 | 11 |
| and4 | 3 |
| clkbuf | 208 |
| fa | 1288 |
| ha | 544 |
| inv | 1699 |
| nand2 | 837 |
| nand2b | 34 |
| nand3 | 11 |
| nand4 | 7 |
| nor2 | 109 |
| nor2b | 19 |
| nor3 | 18 |
| nor4 | 3 |
| o2111ai | 2 |
| o211ai | 2 |
| o21a | 17 |
| o21ai | 31 |
| o21bai | 5 |
| o31a | 2 |
| o31ai | 3 |
| or2 | 4 |
| or3 | 4 |
| xnor2 | 262 |
| xor2 | 62 |
==> cells in the final DEF (no fill, tap or decap), types with 20 or more instances in the layout <==
cell type	n
inv_1	1699
fa_1	1287
nand2_1	836
and2_1	798
ha_1	542
clkdlybuf4s50_1	342
xnor2_1	262
buf_4	247
nor2_1	108
xor2_1	62
a21oi_1	49
dlymetal6s2s_1	38
nand2b_1	34
o21ai_0	23
buf_12	23
a21o_1	20
==> area by class of cell <==
class,instances,area [um2],area share [%]
multi-input cells,4193,46000,74.7
inverters,1699,6380,10.4
repair buffers,659,6300,10.2
well taps,2340,2930,4.75
==> worst max-delay path, delay by kind of cell <==
family / cells / cell delay (ns)
AOI/OAI and AO/OA: 6 / 1.56
and+or+nand+nor: 2 / 0.18
adders and majority gates: 7 / 3.24
xor gates and xnor gates: 1 / 0.14
buffers and inverters: 6 / 1.30
==> metrics by stage <==
step,hold slack [ns],TNS (ns),worst slack [ns]
floorplan,4.68,0,1.32
global placement,5.98,-0.0420,-0.0420
detailed placement,5.97,-0.0749,-0.0749
CTS,5.99,0,0.0432
global route,5.88,-0.000247,-0.000247
finish,5.82,0,0.232
==> routing by layer <==
| metal | GRT usage (%) | vias to the layer above |
|---|---|---|
| li1 | - | 18200 |
| met1 | 23.1 | 19200 |
| met2 | 27.0 | 979 |
| met3 | 3.99 | 126 |
| met4 | 2.45 | 8 |
| met5 | 0 | - |
==> cell families after synthesis <==
family | count (synthesis) | synth area share (%)
buf+inv | 1907 | 13.5
simple gates | 1858 | 17.4
fa+ha+maj | 1832 | 61.4
xor+xnor | 324 | 5.35
compound gates | 179 | 2.35
==> repair_timing <==
item | in CTS | in global routing
resized | 3 | 59
hold buffers | 0 | 0
setup buffers | 0 | 6
cloned | 0 | 0
pin swaps | 0 | 12
setup endpoints to repair | 1 | 25
